## design/flow/config.mk

```make
export PLATFORM = sky130hd
export DESIGN_NAME = game
export DESIGN_NICKNAME = game
export VERILOG_FILES = /design/flow/design.v
export SDC_FILE = /design/flow/constraint.sdc
export NUM_CORES = 4
export LEC_CHECK = 1
export CORE_UTILIZATION = 40
```

## design/flow/constraint.sdc

```tcl
current_design game

set clk_period 6.4
set clk_io_pct 0.2

create_clock -name clk0 -period $clk_period [get_ports {clk}]

set non_clock_inputs [all_inputs -no_clocks]
set_input_delay [expr $clk_period * $clk_io_pct] -clock clk0 $non_clock_inputs
set_output_delay [expr $clk_period * $clk_io_pct] -clock clk0 [all_outputs]
```

## design/flow/design.v

```verilog
module game (
    input clk,                    
    input rst,                    
  	input flap,
    output reg signed [9:0] y,     
    output reg [9:0] p1,
    output reg [9:0] p2
);
  reg signed [7:0] velocity = 0;
    reg [10:0] count;
    reg [4:0] pillars;
    initial begin
        y <= 240;
        count <= 0;
        pillars <= 0;
        p1 <= 0;
        p2 <= 0;
    end
    always @(posedge clk or posedge rst) begin
      if (rst) begin
        y <= 240;  
        velocity <= 0;   
      end else if (flap && y > 0 && y < 480) begin
        velocity <= 4;
        y <= y + velocity;  
      end else begin
          velocity <= velocity + (-1);
        if (y + velocity < 0) begin
          velocity <= 0;
          y <= 0;
        end else if (y + velocity > 480) begin
          velocity <= 0;
          y <= 480;
        end else begin
          y <= y + velocity;
        end
      end
    end
    always @(posedge clk) begin
        if (rst) begin
            count <= 0;
        end else begin
            if (count == 2000) begin
                count <= 0;
            end else begin
                count <= count + 1;
            end
        end
        pillars <= count/200;     
        case (pillars)
            0: p1 <= 240;
            1: p2 <= 300;
            2: p1 <= 250;
            3: p2 <= 150;
            4: p1 <= 400;
            5: p2 <= 320;
            6: p1 <= 200;
            7: p2 <= 180;
            8: p1 <= 260;
            9: p2 <= 350;
            default: begin
                p1 <= 0;
                p2 <= 0;
            end
        endcase
    end
endmodule
```

## design/flow/run.sh

```bash
#!/bin/bash
# OpenROAD 26Q1-2900-gdf79404cd8, Yosys 0.63+post, stock flow scripts
make -C /OpenROAD-flow-scripts/flow DESIGN_CONFIG=/design/flow/config.mk WORK_HOME=/design/flow/orfs finish
```

==> results.py <==
# Auto-generated metrics
metrics = {
    "timing": {
        "setup_viol": 0,
        "finClkSkew_ns": 0.00380,
        "fmax_ghz": 0.381,
        "setup_tns_ns": 0,
        "final.min_clock_period_ns": 2.63,
        "finalClockPeriodUsage": 0.410,
        "slew_violations": 0,
        "rsz0062_at_grt": "false",
        "setup_slack_ns": 3.77,
        "hold_viol_final": 0,
        "worst_pin_slew_ns": 0.954,
        "slew_headroom": 0.356,
    },
    "drt": {
        "vias": 2194,
        "diodes": 0,
        "drc": 0,
        "ant_nets": 0,
        "drt_iter0_markers": 70,
        "vias_per_cell": 5.06,
        "wl_per_cell_um": 12.6,
        "drt-total-wl_um": 5460,
        "dr.pass1.iters": 4,
    },
    "layout": {
        "area.growth.synth_to_final_pct": 14.8,
        "drive_gt1_frac": 0.101,
        "mostFrequentLayoutCell": "nor2_1",
        "instances_no_fill": 434,
        "fin_area_sq_um": 3420,
        "lay_top_cells": "nor2_1 (40), clkdlybuf4s50_1 (28), nand2_1 (20)",
    },
    "worst_setup_path": {
        "critical_path_class": "flip-flop to flip-flop",
        "crit_family": "AND-OR/OR-AND gates",
        "slowest_stage": "dfrtp_1",
        "crit_start": "velocity[0]$_DFF_PP0_",
        "end_kind": "flip-flop",
        "arrival_ns": 2.80,
        "timing.critical_path.cells": "ha_1 > fa_1 > a211oi_2 > o21a_1 > o211ai_1 > nor3b_1 > a31oi_2 > o211ai_2 > nor2_1",
        "cp_slowest_stage_delay_ns": 0.45,
        "critical_path_buf_inv_count": 0,
        "startpoint_type": "flip-flop",
        "r2r_start": "velocity[0]$_DFF_PP0_",
        "crit_fanout": 7,
        "critical_path_required_ns": 6.58,
    },
    "cts": {
        "cts_htree_levels": 2,
        "cts_buffer_depth": 2,
        "clk_latency_ns": 0.30,
        "path_clk_slew_ns": 0.09,
        "cts-buffers-inserted": 5,
        "cts_setup_buffers": 0,
        "cts_tree": "done",
        "cts_root_buf": "clkbuf_8",
        "clkSinkCount": 49,
        "ctsResizeCount": 0,
        "ctsHoldBuffers": 0,
    },
    "placement": {
        "pre_cts_ws_ns": 3.58,
        "placed_area_sq_um": 3300,
        "gp_congestion": 0.911,
        "port_buffers": 28,
        "hpwl_um": 4040,
        "placed_cells": 426,
    },
    "pwr": {
        "leakage_nw": 1.39,
        "ir_worst_vdd_mv": 0.132,
        "power_mw": 1.15,
        "p_per_area_nw_per_um2": 336,
    },
    "logic_synthesis": {
        "edf_count": 16,
        "synthCells": 312,
        "mux_area_frac": 0.0101,
        "synth_area_sq_um": 2980,
        "aoi_share": 0.190,
        "ys.flop_type": "edfxtp_1",
        "ys_async_sr_fraction": 0.367,
        "ys_ff": 49,
        "ys_warn_count": 1,
        "simple_gate_share": 0.201,
        "xor_share": 0.0677,
        "yosys_area_sq_um": 2980,
        "synthAdderAreaFrac": 0.0656,
        "yosysUniqueCellTypes": 72,
        "ys_seq_frac": 0.415,
        "syn_avg_cell_area_sq_um": 9.54,
        "ys_cells": 312,
        "topCombFamilyByArea": "simple AND/OR/NAND/NOR gates",
    },
    "floorplan": {
        "fp.dieH_um": 88.2,
        "die-area_sq_um": 7790,
        "rows": 31,
        "die_w_um": 88.2,
        "boundaryPins": 33,
        "fp_util": 0.412,
        "coreArea_sq_um": 7210,
    },
    "run": {
        "maxCapViolations": 0,
        "warnings": 26,
    },
    "worst_hold_path": {
        "hp-start": "count[0]$_SDFF_PP0_",
        "hold_class": "flip-flop to flip-flop",
    },
    "outcome": {
        "status": "finished clean",
    },
    "global_routing": {
        "grt-ovfl-total": 0,
        "grt_usage": 0.157,
        "antenna_found_initial": 0,
        "grt_max_degree": 19,
        "grt_pass1_wl_um": 9400,
        "grt_pass1_vias": 1950,
    },
}
## flip-flops by register name (all words and copies together) (netlist names)
register and flops:
velocity 8, count 11, p2 8, y 10
p1 8, pillars 4
## metal layers
metal  part of all wire  track usage
met5                  0            0
met4              0.014       0.0147
met3              0.031       0.0208
met2               0.43        0.229
met1               0.52        0.266
## path summary, 6_finish.rpt
check | end | slack [ns] | cells after the start
worst max register to register | velocity[7]$_DFF_PP0_ | 3.77 | 9
min in group asynchronous | velocity[5]$_DFF_PP0_ | 1.45 | 2
max in group asynchronous | velocity[3]$_DFF_PP0_ | 4.50 | 2
worst min register to register | count[0]$_SDFF_PP0_ | 0.49 | 1
worst min-delay path | count[0]$_SDFF_PP0_ | 0.49 | 1
worst max-delay path | velocity[7]$_DFF_PP0_ | 3.77 | 9
## logic make-up (layout without fill, tap and decap cells)
group / count (synthesis) / in the layout
and+or+nand+nor: 116 / 116
AOI/OAI and AO/OA: 75 / 75
DFF: 49 / 49
buffers and inverters: 30 / 50
xor gates and xnor gates: 23 / 23
adders and majority gates: 15 / 15
muxes: 3 / 3
other: 1 / 4
## power by group
part | leakage, nW | switching, mW | internal [mW]
logic | 0.834 | 0.257 | 0.236
clock network | 0.0543 | 0.105 | 0.117
registers | 0.499 | 0.0530 | 0.378
## layout make-up
type / instances / area, sq um
multi-input cells: 236 / 1610
fillers: 683 / 3800
clock inverters: 3 / 46.3
clock buffers: 5 / 68.8
flip-flops and latches: 49 / 1240
well taps: 99 / 124
inverters: 14 / 55.1
repair buffers: 28 / 280
## synthesized netlist by cell type (all sizes together), types with 7 or more instances
library cell / number / area [sq um]
a21boi: 8 / 63.8
a21oi: 19 / 110
buf: 9 / 63.8
clkbuf: 7 / 26.3
dfrtp: 14 / 350
dfxtp: 15 / 300
edfxtp: 16 / 480
ha: 14 / 175
inv: 14 / 55.1
nand2: 21 / 81.3
nand3: 10 / 50.1
nor2: 40 / 150
nor3: 17 / 85.1
o21ai: 12 / 63.8
xnor2: 10 / 87.6
xor2: 13 / 114
## per-stage QoR
stage	hold WS (ns)	util
2_1_floorplan	0.442	-
3_3_place_gp	0.465	0.458
3_5_place_dp	0.468	0.458
4_1_cts	0.490	0.473
5_1_grt	0.550	0.473
6_report	0.485	0.473
Power and IR drop assume default switching activity.
